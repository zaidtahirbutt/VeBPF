File: /design/flow/design.v
module divider(clk, reset_n, dividend, divisor, stb, quotient, remainder, ack, err);
	parameter data_width = 64;
	input clk, reset_n;
	input [data_width-1:0] dividend;
	input [data_width-1:0] divisor;
	input stb;
	reg [2*data_width-1:0] qr;
	reg [data_width:0] counter;
	reg [data_width-1:0] divisor_r;
	wire [data_width:0] diff;
	assign diff = qr[2*data_width-1:data_width-1] - divisor_r;
	output [data_width-1:0] quotient;
	output [data_width-1:0] remainder;
	output ack;
	output reg err;
	assign quotient = qr[data_width-1:0];
	assign remainder = qr[data_width*2-1:data_width];
	assign ack = (counter == 0);
	always @(posedge clk) begin
		if (~reset_n) begin
			counter <= ~0;
			qr <= 0;
			err <= 0;
			divisor_r <= 0;
		end 
		else begin
		    if (stb) begin
			    if (divisor == 0) begin
                    counter <= 0;
                    qr <= 0;
                    err <= 1;
                end 
                else begin
                    counter <= data_width;
                    qr <= dividend;
                    divisor_r <= divisor;
                    err <= 0;
                end
            end else if (~(counter == 0)) begin
                if (diff[data_width]) begin
                    qr <= {qr[2*data_width-2:0], 1'b0};
                end 
                else begin
                    qr <= {diff[data_width-1:0], qr[data_width-2:0], 1'b1};
                end
                counter <= counter - 1;
            end
        end
	end
endmodule
File: /design/flow/constraint.sdc
current_design divider

set clk_period 17.3
set clk_io_pct 0.2

create_clock -name clk0 -period $clk_period [get_ports {clk}]

set non_clock_inputs [all_inputs -no_clocks]
set_input_delay [expr $clk_period * $clk_io_pct] -clock clk0 $non_clock_inputs
set_output_delay [expr $clk_period * $clk_io_pct] -clock clk0 [all_outputs]
File: /design/flow/run.sh
#!/bin/bash
# OpenROAD 26Q1-2900-gdf79404cd8, Yosys 0.63+post, stock flow scripts
make -C /OpenROAD-flow-scripts/flow DESIGN_CONFIG=/design/flow/config.mk WORK_HOME=/design/flow/orfs finish
File: /design/flow/config.mk
export PLATFORM = sky130hd
export DESIGN_NAME = divider
export DESIGN_NICKNAME = divider
export VERILOG_FILES = /design/flow/design.v
export SDC_FILE = /design/flow/constraint.sdc
export NUM_CORES = 4
export LEC_CHECK = 1
export CORE_UTILIZATION = 30
==> summary.txt <==
Implementation summary

The flow ran to the end, and the final reports show no timing, DRC or antenna violations. Across the run, the number of max-cap violations was 0. The number of I/O port buffers is 260. CTS placed an instance of sky130_fd_sc_hd__clkbuf_16 at the clock tree root. The horizontal extent of the die is 222.9 um.

The net switching power is 0.8226 mW. According to the dpl log, the detail-placed design has an HPWL of 33.64 mm. The flip-flop and latch count after synthesis is 258. The critical path required time is 13840 ps. In this run the worst hold path is classified as flop to flop. Per the detail_route log, the uppermost layer with routed signals is met5.

The die extent in y is 222.9 um. The clock sink total is 258. In this run the power density over the cells is 125.2 nW/um^2. The count of cells in the finished layout, fillers not included, comes to 2704.

The sum of met2 wire segment lengths after detailed routing is 20.39 mm. The via count normalized by instance count is 5.141. The core utilization of the finished layout is 39.13%. The flow reports that combinational logic draws 40.6% of the design power. The timing report gives the clock slew at the launch and capture registers of the worst setup and hold paths as 60 ps. Across all hold checks on the routed design, the worst slack comes to 452.4 ps. A synthesized cell averages 7.813 um^2.

The insertion delay at the late pin of the worst-skew pair is 590 ps. For reference, the placement row count at floorplan is 80. For the finished layout, the period the worst path requires is 7069 ps. The area added between synthesis and finish is 28.21%. In this run the remaining antenna-violating nets after routing total 0. Post-synth the commonest register cell is sky130_fd_sc_hd__dfxtp_1. The maximum achievable frequency is 141.5 MHz. In this run the full chip footprint comes out at 49670 um^2.

The portion of the clock cycle consumed by the worst path in the final layout is 40.86%. The met1 layer wirelength in the final routing is 21.03 mm. The clock power share is 29.3%. Setup repair after global routing left no endpoint under its margin.

In this run, placement finished with an instance count of 2647. The initial antenna violation count is 5. The internal power of the cells is 1.526 mW. On the final layout, the worst clock skew is 27.48 ps. The total I/O pin count is 261.

For this design, the slowest cell found on the critical path is sky130_fd_sc_hd__clkdlybuf4s50_1. The stage logs contain a warning count of 26. The endpoint type of the worst setup path is a primary output. Per the breakdown, switching nets consume 35.03% of all power. The final-report hold violation count is 0. The placed instances occupy a cell area of 17660 um^2.

Along the worst path, the maximum fanout reaches 5. The share of the core area taken by cells at floorplan is 30.52%. The count of cells resized by post-cts repair is 0. The leakage power is 6.984 nW.

The CTS tree is built. The total cells reported by yosys after synthesis is 1873. Entering global routing, the biggest net connects 74 pins. The count of buffers added by post-CTS timing repair for setup is 0. The cell occurring most often along the worst timing path is sky130_fd_sc_hd__nor4_1. The number of buffers created by CTS is 31. In this run the critical path is formed by nor4_1, nand4b_1, or3_1, nor4_1, nand3_1, inv_2, clkdlybuf4s50_1.

The number of synthesized flops with an enable pin is 0. The critical setup path kind is flop to primary output. The worst-case IR drop observed on VDD is 0.07256 mV. The setup violation total in the final timing report is 0.

The congestion estimate from routability-driven global placement came to 0.9268. The aggregate global routing overflow is 0. The post-synthesis instance total is 1873. After detailed routing, the total wire length is 45.97 mm.

After routing, the total negative slack on setup checks comes to 0 ps. For this run, the slowest stage of the critical path takes 520 ps. Per Yosys stat, the portion of area used by sequential elements is 35.29%.

The post-synthesis async set-or-reset flop share is 0%. The routed length per placed instance is 17.00 um. The startpoint class of the critical path is a flop. The via count of the first global-routing pass came to 13490. The post-detailed-route DRC marker count is 0.

The area of all placed cells without fillers is 18760 um^2. The length of routed met3 wiring is 3.505 mm. The arrival time of data at the worst endpoint is listed as 3610 ps. The starting DRC count in detailed routing is 695.

Of the total power, registers draw 30.1%. According to the floorplan report, the placeable core area is 47950 um^2. The normalized max-slew margin is 20.43%. Global routing used 18.73% of the available tracks. The number of distinct standard cells referenced by the synthesized netlist is 74. The mapped netlist covers 14630 um^2.

The fill cell instance count of the final layout is 4722. In this run the number of H-tree levels came out at 1. The transition time recorded at the tightest slew-check pin is 1183 ps. The number of slew-limit violations in the final report is 0.

The buffer depth of the longest clock path is 3. The post-cts hold buffer count is 0. The area recorded from the Yosys report for this design is 14630 um^2. The first TritonRoute pass finished after 5 iterations.

The post-route netlist has 4.552% of its cells at a drive strength greater than 1. Across all layers, the routed design uses 13900 vias. The tally of yosys warning messages is 1.

The first global-routing pass estimated 73.26 mm of wire.
[registers in the layout (all words and copies together) (netlist names)]
register	cells
qr	128
err	1
counter	65
divisor_r	64
[cells in the final DEF, fill, tap and decap left out, types with 5 or more instances in the layout]
| cell type | instances |
|---|---|
| sky130_fd_sc_hd__a21oi_1 | 202 |
| sky130_fd_sc_hd__nor3_1 | 40 |
| sky130_fd_sc_hd__nor2b_1 | 13 |
| sky130_fd_sc_hd__a21o_1 | 31 |
| sky130_fd_sc_hd__mux2i_1 | 56 |
| sky130_fd_sc_hd__a32oi_1 | 5 |
| sky130_fd_sc_hd__nand3_1 | 34 |
| sky130_fd_sc_hd__nor2_1 | 66 |
| sky130_fd_sc_hd__buf_4 | 15 |
| sky130_fd_sc_hd__o211ai_1 | 9 |
| sky130_fd_sc_hd__nand2_1 | 320 |
| sky130_fd_sc_hd__nor4_1 | 40 |
| sky130_fd_sc_hd__o21ai_0 | 134 |
| sky130_fd_sc_hd__inv_1 | 86 |
| sky130_fd_sc_hd__nand2b_1 | 8 |
| sky130_fd_sc_hd__or2_2 | 7 |
| sky130_fd_sc_hd__or3_1 | 8 |
| sky130_fd_sc_hd__and4_1 | 6 |
| sky130_fd_sc_hd__a22oi_1 | 62 |
| sky130_fd_sc_hd__o21bai_1 | 19 |
| sky130_fd_sc_hd__o21a_1 | 7 |
| sky130_fd_sc_hd__a31oi_1 | 7 |
| sky130_fd_sc_hd__clkdlybuf4s50_1 | 259 |
| sky130_fd_sc_hd__and3_1 | 10 |
| sky130_fd_sc_hd__nand4_1 | 31 |
| sky130_fd_sc_hd__a211oi_1 | 9 |
| sky130_fd_sc_hd__o31ai_1 | 9 |
| sky130_fd_sc_hd__clkbuf_8 | 9 |
| sky130_fd_sc_hd__dfxtp_1 | 258 |
| sky130_fd_sc_hd__o21ai_1 | 18 |
| sky130_fd_sc_hd__ha_1 | 66 |
| sky130_fd_sc_hd__clkbuf_16 | 31 |
| sky130_fd_sc_hd__xor2_1 | 52 |
| sky130_fd_sc_hd__and2_1 | 7 |
| sky130_fd_sc_hd__xnor2_1 | 70 |
[Yosys cell counts, types with 4 or more instances]
library cell	n	area [um^2]
sky130_fd_sc_hd__a31oi_1	7	43.79
sky130_fd_sc_hd__or3_1	8	50.05
sky130_fd_sc_hd__dfxtp_1	258	5165
sky130_fd_sc_hd__and3_1	10	62.56
sky130_fd_sc_hd__buf_2	10	50.05
sky130_fd_sc_hd__a21oi_1	202	1011
sky130_fd_sc_hd__nor2b_1	13	81.33
sky130_fd_sc_hd__o21a_1	7	52.55
sky130_fd_sc_hd__nand3_1	34	170.2
sky130_fd_sc_hd__and4_1	6	52.55
sky130_fd_sc_hd__nor2_1	66	247.7
sky130_fd_sc_hd__nand2b_1	8	50.05
sky130_fd_sc_hd__a32oi_1	5	43.79
sky130_fd_sc_hd__o21ai_0	134	670.6
sky130_fd_sc_hd__or4_1	4	30.03
sky130_fd_sc_hd__inv_1	86	322.8
sky130_fd_sc_hd__a211oi_1	9	67.56
sky130_fd_sc_hd__nor4_1	40	250.2
sky130_fd_sc_hd__o21ai_1	18	90.09
sky130_fd_sc_hd__xor2_1	52	455.4
sky130_fd_sc_hd__o31ai_1	9	67.56
sky130_fd_sc_hd__a21o_1	31	232.7
sky130_fd_sc_hd__clkbuf_1	97	364.1
sky130_fd_sc_hd__mux2i_1	56	560.5
sky130_fd_sc_hd__buf_4	5	37.54
sky130_fd_sc_hd__o211ai_1	9	67.56
sky130_fd_sc_hd__or2_2	7	43.79
sky130_fd_sc_hd__a22oi_1	62	465.5
sky130_fd_sc_hd__xnor2_1	70	613.1
sky130_fd_sc_hd__a221o_1	4	40.04
sky130_fd_sc_hd__nor3_1	41	205.2
sky130_fd_sc_hd__nand2_1	320	1201
sky130_fd_sc_hd__and2_1	7	43.79
sky130_fd_sc_hd__ha_1	66	825.8
sky130_fd_sc_hd__o21bai_1	19	142.6
sky130_fd_sc_hd__nand4_1	31	193.9
[critical path: cells and delay by family, from the launching register on]
family	cells	cell delay, ps
simple gates	5	1910
buf+inv	2	780
flops	1	330
[path summary, 6_finish.rpt]
check                            startpoint                   endpoint  slack [ps]  depth (start not counted)
hold reg to reg   divisor_r[7]$_SDFFE_PN0P_  divisor_r[7]$_SDFFE_PN0P_         450                          2
hold / removal    divisor_r[7]$_SDFFE_PN0P_  divisor_r[7]$_SDFFE_PN0P_         450                          2
setup reg to reg        qr[63]$_SDFFE_PN0P_        qr[70]$_SDFFE_PN0P_       12680                         16
setup / recovery   counter[39]$_SDFFE_PN1P_                        ack       10230                          7
[cell families (layout without fill, tap and decap cells)]
| logic type | count (synthesis) | after routing | synth area share [%] |
|---|---|---|---|
| flops | 258 | 258 | 35.29 |
| other cells | 0 | 2 | 0 |
| mux | 56 | 56 | 3.830 |
| xor+xnor | 123 | 123 | 7.490 |
| compound gates | 552 | 552 | 22.63 |
| simple gates | 613 | 613 | 19.41 |
| buf+inv | 204 | 418 | 5.566 |
| fa+ha+maj | 67 | 67 | 5.780 |
[per-stage QoR]
stage	worst slack, ps	power [mW]
floorplan	11910	1.395
global placement	9601	1.669
detailed placement	9598	1.671
CTS	10170	2.375
global route	10010	2.509
finish	10230	2.349
[power groups by stage]
| stage | combinational, mW | sequential [mW] | clock (mW) |
|---|---|---|---|
| CTS | 0.958 | 0.708 | 0.709 |
| global route | 1.06 | 0.717 | 0.730 |
| finish | 0.952 | 0.708 | 0.688 |
[metal layers]
metal | vias to the layer above | GRT usage (%)
met4 | 8 | 3.359
met3 | 62 | 5.259
met2 | 362 | 29.66
li1 | 7017 | -
met5 | - | 0
met1 | 6452 | 25.99
[layout make-up]
| cell class | count | area, um^2 | area share, % |
|---|---|---|---|
| clock buffers | 43 | 910.9 | 4.855 |
| flip-flops and latches | 258 | 5165 | 27.53 |
| clock inverters | 12 | 185.2 | 0.9869 |
| well taps | 615 | 769.5 | 4.101 |
| inverters | 88 | 332.8 | 1.774 |
| diodes | 2 | 5.005 | 0.02667 |
| multi-input cells | 1411 | 8685 | 46.29 |
| repair buffers | 275 | 2710 | 14.44 |
Power figures rest on the tool's default switching activity, not on a simulated workload.
