--- config.mk ---
export PLATFORM = sky130hd
export DESIGN_NAME = ram_module_v3
export DESIGN_NICKNAME = ram_module_v3
export VERILOG_FILES = /design/flow/design.v
export SDC_FILE = /design/flow/constraint.sdc
export NUM_CORES = 4
export LEC_CHECK = 1
export CORE_UTILIZATION = 30
export SYNTH_MEMORY_MAX_BITS = 65536
--- constraint.sdc ---
current_design ram_module_v3

set clk_period 1835.1
set clk_io_pct 0.2

create_clock -name clk0 -period $clk_period [get_ports {clk}]

set non_clock_inputs [all_inputs -no_clocks]
set_input_delay [expr $clk_period * $clk_io_pct] -clock clk0 $non_clock_inputs
set_output_delay [expr $clk_period * $clk_io_pct] -clock clk0 [all_outputs]
--- design.v ---
module ram_module_v3 #(
	parameter DATA_SIZE = 64,
	parameter ADDRESS_SIZE = 11,
	parameter SIMULATION = 0,
	parameter VEBPF_SIM = 0,
	parameter MEMORY_DEPTH = 2**ADDRESS_SIZE   
	)
	(
	input clk,
	input rst,
	input [ADDRESS_SIZE-1:0] adr1,
	input stb,
	output reg ack,
	input [DATA_SIZE-1:0] dat_w0,
	input [3:0] ww,
	input we0,
	output reg [7:0] dat_r0,
	output reg [15:0] dat_r2,
	output reg [31:0] dat_r4,
	output reg [63:0] dat_r8
);
reg [3:0] wcnt = 4'd0;
reg [1:0] wait_1 = 2'd0;
reg [10:0] adr0 = 11'd0;
reg [7:0] dat_r1;
reg we1 = 1'd0;
reg write_complete_flag = 0;
reg [7:0] dat_w1 = 8'd0;
reg [10:0] addr_t = 11'd0;
integer idx2;
integer idx_data_mem;
initial begin
	if (SIMULATION) begin  
	 	$dumpfile("top.fst");
		for (idx2 = 0; idx2 < MEMORY_DEPTH; idx2 = idx2 + 1) begin
			$dumpvars(0, mem[idx2]);  
		end
	end
	if(SIMULATION || VEBPF_SIM) begin
		for(idx_data_mem = 0; idx_data_mem < MEMORY_DEPTH; idx_data_mem = idx_data_mem + 1) begin
			mem[idx_data_mem] <= 0;
		end
	end
 end
always @(posedge clk) begin
	if (rst) begin
		ack <= 1'd0;
		dat_r0 <= 8'd0;
		dat_r2 <= 16'd0;
		dat_r4 <= 32'd0;
		dat_r8 <= 64'd0;
		wcnt <= 4'd0;
		wait_1 <= 2'd0;
		adr0 <= 11'd0;
		we1 <= 1'd0;
		dat_w1 <= 8'd0;
		addr_t <= 11'd0;
		write_complete_flag <= 0;
	end else if (stb) begin
		if (we0 & (!write_complete_flag)) begin   
			if ((wcnt == 1'd0)) begin   
				wcnt <= 1'd1;
				addr_t <= adr1;
			end else begin
				adr0 <= addr_t;
				we1 <= 1'd1;
				case (wcnt)   
					1'd1: begin
						dat_w1 <= dat_w0[7:0];
					end
					2'd2: begin
						dat_w1 <= dat_w0[15:8];
					end
					2'd3: begin
						dat_w1 <= dat_w0[23:16];
					end
					3'd4: begin
						dat_w1 <= dat_w0[31:24];
					end
					3'd5: begin
						dat_w1 <= dat_w0[39:32];
					end
					3'd6: begin
						dat_w1 <= dat_w0[47:40];
					end
					3'd7: begin
						dat_w1 <= dat_w0[55:48];
					end
					4'd8: begin
						dat_w1 <= dat_w0[63:56];
					end
					default: begin
					end
				endcase
				if ((ww != wcnt)) begin
					addr_t <= (addr_t + 1'd1);
					wcnt <= (wcnt + 1'd1);
					write_complete_flag <= 0;
				end else begin
					wcnt <= 1'd0;
					write_complete_flag <= 1;
					ack <= 1'd1;   
				end
			end
		end else begin   
			we1 <= 1'd0;  
			adr0 <= adr1;
			if ((~ack)) begin
				if ((wcnt == 1'd0)) begin
					wcnt <= 1'd1;
					wait_1 <= 1'd1;
				end else begin
					if (wait_1) begin
						wait_1 <= 1'd0;
						adr0 <= (adr0 + 1'd1);
					end else begin
						case (wcnt)
							1'd1: begin
								dat_r0 <= dat_r1;
								dat_r2 <= dat_r1;
								dat_r4 <= dat_r1;
								dat_r8 <= dat_r1;
							end
							2'd2: begin
								dat_r2[15:8] <= dat_r1;
								dat_r4[15:8] <= dat_r1;
								dat_r8[15:8] <= dat_r1;
							end
							2'd3: begin
								dat_r4[23:16] <= dat_r1;
								dat_r8[23:16] <= dat_r1;
							end
							3'd4: begin
								dat_r4[31:24] <= dat_r1;
								dat_r8[31:24] <= dat_r1;
							end
							3'd5: begin
								dat_r8[39:32] <= dat_r1;
							end
							3'd6: begin
								dat_r8[47:40] <= dat_r1;
							end
							3'd7: begin
								dat_r8[55:48] <= dat_r1;
							end
							4'd8: begin
								dat_r8[63:56] <= dat_r1;
							end
							default: begin
							end
						endcase
						if ((wcnt != 4'd8)) begin
							adr0 <= (adr0 + 1'd1);
							wcnt <= (wcnt + 1'd1);
						end else begin
							ack <= 1'd1;   
						end
					end
				end
			end
		end
	end else begin
		ack <= 1'd0;
		wait_1 <= 1'd1;
		wcnt <= 1'd0;
		write_complete_flag <= 0;   
	end
end
reg [7:0] mem[0:MEMORY_DEPTH-1];
reg [10:0] memadr;
integer i;
always @(posedge clk) begin
	if (rst) begin
		memadr <= 0;
	end else begin
		if (we1)
			mem[adr0] <= dat_w1;
		dat_r1 <= mem[adr0];
	end
end
endmodule
--- run.sh ---
#!/bin/bash
# OpenROAD 26Q1-2900-gdf79404cd8, Yosys 0.63+post, stock flow scripts
make -C /OpenROAD-flow-scripts/flow DESIGN_CONFIG=/design/flow/config.mk WORK_HOME=/design/flow/orfs finish
==> CHANGELOG.md <==
### Metrics

- Status: completed
- Area delta synth->final: 14.4%
- First drt pass iteration count: 6
- Clock slew at the register clock pins of the worst setup and hold paths: 0.06 ns
- Crit path DAT: 371.74 ns
- Syn avg cell area: 17.8 um2
- OpenROAD warning count: 46
- F_max: 2.70 MHz
- Rel. slew slack: 0.219
- Yosys cell types: roughly 54
- Boundary Pins: 204
- Critical path capture point type: flip-flop
- RSZ-0062 raised after global routing: no
- CTS resizes: 0
- Most common cell in the netlist: edfxtp_1
- Critical path peak fanout: 37
- First-pass GRT wire length: 2650000 um
- Synthesis area per yosys: 0.635 mm2
- Max VDD drop: 0.921 uV
- Sink Count: 16500
- Final TNS setup: 0 ns
- CP Cell Sequence: buf_2, nor2b_1, buf_4, and2_1, nand2_4, buf_4, buf_4, buf_4, nor2_1
- Top delay family on crit path: simple AND/OR/NAND/NOR gates
- Core Footprint: approximately 2.1 mm2
- Top FF cell, synth: edfxtp_1
- Antenna-violating nets left: 0
- First-iteration detailed-routing DRC count: 23900
- Init Core Util: 0.301
- CP Depth: 9
- CP dominant cell by count: buf_4
- Vias in the first global route: 357000
- Vias: 334000
- Fin. max-slew vios: 0
- # port buffers: 203
- RePlAce Congestion: 0.952
- Detailed Route WL: 1910000 um
- # setup viols final: 0
- Mux share: 0.129
- DRC viols: 0
- CTS buffer count: 1639
- Sequential share of power: 0.525
- Final Cycle Share: 0.202
- Power Density: 1.08 mW/mm2
- Int Pwr: 0.000614 W
- Seq share, synth: 0.779
- Clk ins delay skew pair: 1.39 ns
- Die H: roughly 1500 um
- Flip-flops with a built-in enable: 16400
- Initial antenna violation count: 133
- Yosys simple share: 0.0268
- WL/cell: between 20 and 30 um
- Post-synth ARST share: 0
- CP Launch Type: primary input
- DP Wirelength: 1220000 um
- Root Buffer: clkbuf_16
- Top cells, area: edfxtp_1 78%, mux2i_1 13%, o22ai_1 4.0%
- Top cells by count: 16400 x edfxtp_1, 8195 x mux2i_1, 4099 x o22ai_1, 2157 x nor2_1, 1218 x buf_2
- Post-CTS Setup Inserts: 0
- Fillcell total: 195000
- Core Rows: 534
- Die footprint: 2.12 mm2
- Layout cells sized above 1: 0.101
- Gate power share: 0.047
- Clock skew: 0.0923 ns
- Clock buffer depth: 6
- Yosys aoi share: 0.0469
- Vias per Instance: 5.06
- Dominant cell area share: 0.776
- Buffers & Inverters on Critical Path: 5
- Hold path cells: 2
- Synthesized area: 0.635 mm2
- Yosys warning total: 1
- Hold violation total from the final report: 0
- Largest family of logic cells by area: multiplexers
- CTS tree: built
- Xor+xnor area frac: 0.000193
- Registers, synthesis: around 16000
- R2R cell count: 18
- Die width: 1460 um
- Leakage: 190 nW
- Number of cells in Yosys stat: 35600
- Clock power frac: 0.428
- Slowest stage cell, crit path: nor2b_1
- Switching power: 0.000166 W
- Total GRT Usage: 0.187
- Placed cell count: roughly 63000
- Adder-cell area share of the yosys netlist: 0.000177
- Hold-fix buffers, CTS: 0
- Remaining Overflow, GRT: 0
- Delay of the slowest critical-path stage: 0.82 ns
- Crit path kind: in2reg
- Pwr Total: around 0.0008 W
- Non-Filler Instances: 66100
- Maxcap violations: 0
- Worst Hold Class: reg2reg
- Switching part of the total: 0.213
- Largest net degree at the start of global routing: 103
- Yosys top cell by area: edfxtp_1
- H-tree depth: 7
- Synth Instances: 35600
- Worst-Margin Slew: 1.16 ns
- Crit path DRT: 1835.97 ns
- Fin crit period: between 300 and 400 ns
## worst register-to-register path, cell delays in order (launching register included)
cell and delay [ns]:
dfxtp_4 0.78, buf_12 0.53, buf_4 0.81, buf_4 0.62, buf_4 0.69, buf_4 0.71, buf_4 0.62, buf_12 0.50
buf_4 0.96, mux2i_1 0.36, o22ai_1 0.14, nor4_1 0.87, a21oi_1 0.42, nor4_2 0.32, buf_4 0.36, nand3_1 0.14
a22oi_1 0.46, nand4_1 0.17, buf_4 0.26
## flip-flops by register name, indices dropped and copies added (netlist names)
name                 count
we1                      1
addr_t                  11
dat_r8                  56
dat_r0                   8
adr0                    11
write_complete_flag      1
wait_1                   1
mem                  16384
ack                      1
dat_r1                   8
wcnt                     4
dat_w1                   8
## power by group through the flow
| stage | registers [W] | logic, W | clock network (W) |
|---|---|---|---|
| 4_1_cts | 0.000410 | 0.0000356 | 0.000338 |
| 5_1_grt | 0.000410 | 0.0000378 | 0.000352 |
| 6_report | 0.000410 | 0.0000366 | 0.000334 |
## cell usage in the layout, fill, tap and decap left out, types with 213 or more instances in the layout
cell type / n
clkbuf_1: 255
a21oi_1: 492
nor4_1: 1041
mux2i_1: 8195
clkinv_1: 333
o22ai_1: 4099
buf_4: 1287
nor2_1: 2155
diode_2: 213
clkinv_2: 277
clkbuf_16: 1655
nand2_1: 260
edfxtp_1: 16400
## cell families after synthesis
group	count (synthesis)
flip-flops	16500
buffers and inverters	2414
XOR/XNOR	14
AND-OR/OR-AND	4816
adder cells (fa/ha/maj)	9
AND/OR/NAND/NOR	3695
multiplexers	8201
## path summary, 6_finish.rpt
check	endpoint	slack [ns]	startpoint
max	mem[1187][0]	1464.23	rst
min	dat_r8[60]	0.50	dat_r8[60]
max reg2reg	dat_r1[0]	1825.10	adr0[1]
min reg2reg	dat_r8[60]	0.50	dat_r8[60]
## per-stage QoR
| stage | hold WS, ns | cell area [um2] | util | worst slack, ns |
|---|---|---|---|---|
| 3_5_place_dp | 0.491 | 672000 | 0.318 | 1463.08 |
| 6_report | 0.505 | 726000 | 0.344 | 1464.23 |
| 4_1_cts | 0.507 | 725000 | 0.344 | 1464.46 |
| 2_1_floorplan | 0.443 | 635000 | - | 1465.99 |
| 3_3_place_gp | 0.503 | 672000 | 0.318 | 1463.11 |
| 5_1_grt | 0.535 | 726000 | 0.344 | 1464.08 |
## per-layer routing
layer / routed length, um / GRT usage / vias to the layer above
li1: - / - / 145000
met1: 595000 / 0.190 / 164000
met2: 861000 / 0.273 / 21200
met3: 352000 / 0.158 / 3795
met4: 97100 / 0.0775 / 243
met5: 4180 / 0.0142 / -
## final cells by class
cell class	instances	area, um2	area share
tap	28100	35200	0.0485
clock inverter	1019	10800	0.0149
inverter	7	26.3	0.0000362
sequential	16500	494000	0.681
antenna	213	533	0.000734
timing repair buffer	1553	12900	0.0178
multi-input combinational	16700	130000	0.179
clock buffer	1910	42400	0.0584
No activity file was given, so power comes from the tool's default toggle rates.
